==> flow/run.sh <==
#!/bin/bash
# OpenROAD 26Q1-2900-gdf79404cd8, Yosys 0.63+post, stock flow scripts
make -C /OpenROAD-flow-scripts/flow DESIGN_CONFIG=/design/flow/config.mk WORK_HOME=/design/flow/orfs finish
==> flow/config.mk <==
export PLATFORM = sky130hd
export DESIGN_NAME = sequence_detector_moore
export DESIGN_NICKNAME = sequence_detector_moore
export VERILOG_FILES = /design/flow/design.v
export SDC_FILE = /design/flow/constraint.sdc
export NUM_CORES = 4
export LEC_CHECK = 1
export CORE_AREA = 10 10 70 70
export DIE_AREA = 0 0 80 80
==> flow/constraint.sdc <==
current_design sequence_detector_moore

set clk_period 1.2
set clk_io_pct 0.2

create_clock -name clk0 -period $clk_period [get_ports {clk}]

set non_clock_inputs [all_inputs -no_clocks]
set_input_delay [expr $clk_period * $clk_io_pct] -clock clk0 $non_clock_inputs
set_output_delay [expr $clk_period * $clk_io_pct] -clock clk0 [all_outputs]
==> flow/design.v <==
`timescale 1ns / 1ps
module sequence_detector_moore (
    input clk,
    input rst,
    input in,
    output reg detected
);
    parameter S0 = 3'b000,
              S1 = 3'b001,
              S2 = 3'b010,
              S3 = 3'b011,
              S4 = 3'b100;    
    reg [2:0] current_state, next_state;
    always @(posedge clk or posedge rst) begin
        if (rst)
            current_state <= S0;
        else
            current_state <= next_state;
    end
    always @(*) begin
        next_state = current_state;
        case (current_state)
            S0: if (in) next_state = S1;
            S1: if (in) next_state = S1;
                else    next_state = S2;
            S2: if (in) next_state = S3;
                else    next_state = S0;
            S3: if (in) next_state = S4;
                else    next_state = S2;
            S4: begin
                if (in) next_state = S1;    
                else    next_state = S2;
            end
        endcase
    end
    always @(*) begin
        if (current_state == S4)
            detected = 1'b1;
        else
            detected = 1'b0;
    end
endmodule
==> out/results.ini <==
[route]
routed_wl_um = 356
postRouteAntennaNets = 0
n_antenna_cell = 0
wl_per_cell_um = 5.31
first_pass_iters = 2
drt_iter0_drc = 2
num_vias = 113
viasPerCell = 1.69
drc_errors = 0

[sta]
fmax_mhz = 929
hold_viol_final = 0
clock_skew_ps = 2.58
setup-tns-final_ps = 0
final.period_utilization_pct = 89.7
rsz0062_at_grt = false
relSlewSlack_pct = 85.9
fin_crit_ps = 1080
final_max_slew_viol_count = 0
max_slew.worst_pin.slew_ps = 210
setup_viol = 0

[pwr]
p_per_area_mw_per_mm2 = 1430
leakage_nw = 0.122
max-vdd-ir-drop_mv = 0.178

[clock_network]
cts_buffers = 3
htreeDepth = 1
cts_max_path_buffers = 2
path_clk_slew_ps = 40
root_buffer = clkbuf_4
cts_num_sinks = 5
clk_latency_ps = 240
tritoncts = done

[synth]
synthCells = 13
ys_warn_count = 1
ys_seq_share_pct = 75.4
synth_area_sq_um = 168
syn_avg_cell_area_sq_um = 12.9
top_area_share_pct = 59.7
ys_cells = 13
synth_top_cell_by_area = dfrtp_1
synth.distinct_cells = 7
ys_area_sq_um = 168
top_cells_by_area = dfrtp_1, dfstp_2, and2_1
numSynthFlops = 5

[grt]
grt_pass1_wl_um = 586
antenna_found_initial = 0
grt_max_degree = 6
grt_pass1_vias = 145
overflow = 0
grtUsageTotal_pct = 1.32

[worst_setup_path]
start_kind = register
crit_buf_inv = 1
crit_arrival_ps = 840
crit_type = reg2out
reg2reg_from = current_state[1]
crit_path_end_kind = output port
reg2reg_setup_slack_ps = 330
required_ps = 960
r2r_cells = 2
crit_fanout = 2
cp-startpoint = current_state[1]
crit_chain = dlygate4sd2_1
endpoint = detected
critPathMaxStageDelay_ps = 360
slowest_stage = dfrtp_1
r2r_end = current_state[3]
cp_top_family = flip-flops
cp.depth = 1

[layout]
largest_reg_flops = 5
layout-drive-gt1-share_pct = 23.8
reg_top3 = current_state x5
top_register = current_state
instances_no_fill = 67
fin_util_pct = 8.42
area_growth_pct = 71.6

[flow_run]
warning_count = 25
max-cap-violations = 0

[floorplanning]
core_util_floorplan_pct = 4.91
die_w_um = 80
die_height_um = 80
chipArea_sq_mm = 0.00640
core_area_sq_mm = 0.00342
ios = 4
rows = 21

[run_status]
outcome = complete, no violations

[hold_path]
hold_class = in2async

[place]
port_buffers = 3
dp_cells = 62
gp_congestion = 0.626

==> kinds of logic (layout without fill, tap and decap cells) <==
logic type             Yosys count  after routing  synth area share (%)
and+or+nand+nor                  6              6                  17.2
DFF                              5              5                  75.4
AOI/OAI and AO/OA                1              1                  5.22
buffers and inverters            1              9                  2.24
==> worst reg2reg max path, stage by stage, from the launching register on <==
cell	delay, ps
dfrtp_1	360
buf_4	130
o31a_1	260
==> cell usage after synthesis (all sizes together) <==
cell type,n
nor2,3
dfrtp,4
o31a,1
dfstp,1
nor3,1
inv,1
and2,2
==> power by group <==
part / switching, mW / internal (mW)
Combinational: 0.0127 / 0.0163
Clock: 0.0666 / 0.126
Sequential: 0.00634 / 0.184
==> placed cells by master (no fill, tap or decap) <==
cell | Yosys | final
dfrtp_1 | 4 | 4
nor2_1 | 3 | 3
clkbuf_4 | 0 | 3
and2_1 | 2 | 2
clkdlybuf4s50_1 | 0 | 2
nor3_1 | 1 | 1
o31a_1 | 1 | 1
inv_1 | 1 | 1
clkbuf_1 | 0 | 1
dfstp_2 | 1 | 1
dlygate4sd2_1 | 0 | 1
buf_4 | 0 | 1
==> worst min-delay path by stage <==
stage         startpoint          endpoint  slack (ps)  depth (start not counted)
finish               rst  current_state[1]         200                          2
global route         rst  current_state[1]         210                          2
CTS                  rst  current_state[1]         190                          2
==> per-layer routing <==
metal | vias to the layer above | GRT usage (%) | wire [um]
met3 | 0 | 2.50 | 96
met1 | 52 | 1.01 | 152
li1 | 57 | - | -
met4 | 0 | 0.352 | 0
met2 | 4 | 1.44 | 107
met5 | - | 0 | 0
==> metrics by stage <==
step	setup slack (ps)	area [sq um]	hold slack (ps)	total power [mW]
final	124	288	197	0.412
after global routing	69.2	288	215	0.434
after CTS	107	288	194	0.422
after detailed placement	121	255	447	0.222
after global placement	131	255	447	0.219
after floorplan	448	168	17.8	0.207
==> what timing repair did <==
action                     in CTS  in global routing
setup endpoints to repair       1                  0
resized                         1                  0
hold endpoints to repair        0                  0
hold buffers                    0                  0
setup buffers                   1                  0
==> final cells by class <==
| class | count | area [sq um] |
|---|---|---|
| Inverter | 1 | 3.75 |
| Sequential cell | 5 | 126 |
| Tap cell | 46 | 57.6 |
| Fill cell | 411 | 3130 |
| Clock buffer | 4 | 26.3 |
| Multi-Input combinational cell | 7 | 37.5 |
| Timing Repair Buffer | 4 | 36.3 |
No activity file was given, so power comes from the tool's default toggle rates.
