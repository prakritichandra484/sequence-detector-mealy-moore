### flow/config.mk
export PLATFORM = sky130hd
export DESIGN_NAME = sequence_detector_mealy
export DESIGN_NICKNAME = sequence_detector_mealy
export VERILOG_FILES = /design/flow/design.v
export SDC_FILE = /design/flow/constraint.sdc
export NUM_CORES = 4
export LEC_CHECK = 1
export CORE_AREA = 10 10 70 70
export DIE_AREA = 0 0 80 80
### flow/constraint.sdc
current_design sequence_detector_mealy

set clk_period 1.5
set clk_io_pct 0.2

create_clock -name clk0 -period $clk_period [get_ports {clk}]

set non_clock_inputs [all_inputs -no_clocks]
set_input_delay [expr $clk_period * $clk_io_pct] -clock clk0 $non_clock_inputs
set_output_delay [expr $clk_period * $clk_io_pct] -clock clk0 [all_outputs]
### flow/design.v
`timescale 1ns / 1ps
module sequence_detector_mealy (
    input clk,
    input rst,
    input in,
    output reg detected
);
    parameter S0 = 2'b00,
              S1 = 2'b01,
              S2 = 2'b10,
              S3 = 2'b11;
    reg [1:0] current_state, next_state;
    always @(posedge clk or posedge rst) begin
        if (rst)
            current_state <= S0;
        else
            current_state <= next_state;
    end
    always @(*) begin
        detected = 1'b0;            
        next_state = current_state;
        case (current_state)
            S0: begin
                if (in)
                    next_state = S1;
            end
            S1: begin
                if (in)
                    next_state = S1;
                else
                    next_state = S2;
            end
            S2: begin
                if (in)
                    next_state = S3;
                else
                    next_state = S0;
            end
            S3: begin
                if (in) begin
                    detected = 1'b1;    
                    next_state = S1;    
                end else
                    next_state = S2;
            end
        endcase
    end
endmodule
### flow/run.sh
#!/bin/bash
# OpenROAD 26Q1-2900-gdf79404cd8, Yosys 0.63+post, stock flow scripts
make -C /OpenROAD-flow-scripts/flow DESIGN_CONFIG=/design/flow/config.mk WORK_HOME=/design/flow/orfs finish
==> run notes <==
run metrics: result of the run finished, final reports clean, total vias in the final route 99, Worst EP required 1200 ps, slowest CP cell dfrtp_1, Max rail drop VDD 0.123 mV, share of the cycle needed by the critical path after routing 0.877, via count of the first global-routing pass 122, Layout Skew 6.58 ps, Setup Viol. Count Final 0, core utilization before placement 0.0432, crit path launch type register, Post-Place Cell Area 243 µm², final number of max-transition violations 0, power per standard cell area 962 mW/mm², final RePlAce weighted congestion 0.569, number of ports placed on the die boundary 4, Post-synth top cells dfrtp_1, o21ba_2, maximum number of pins on one net before global-route repair 5, Max Freq 760 MHz, main flop type after synthesis dfrtp_1, Mapped Cells 10, Setup Crit Path Kind reg -> out, chip width 80 µm, number of instances in the placed design 60, total wirelength of the detailed-routed design 303 µm, ratio of cells with drive above 1 in the final layout 0.474, number of clock sinks 4, growth of design area from synthesis to finish 85.6%, TritonCTS clock tree built, die footprint 0.00640 mm², number of flip-flops in the largest register 4, top register by number of flip-flops current_state, Largest regs current_state: 4 flops, Critical Path Fanout Max 2, average via count per standard cell 1.52, count of instantiated cells in the yosys netlist 10, sequential cell area 101 µm², Hold WC Path Type in -> async, source-to-sink clock delay at the later pin of the worst-skew pair 230 ps, Die Y-Extent 80 µm, top cells by area in the synthesized netlist dfrtp_1, dfstp_2, o21ba_2, shortest clock period the worst path allows after layout 1320 ps, detailed-route wire length per cell 4.66 µm, count of unresolved DRC violations after routing 0, slew of the pin with the lowest slew margin 139 ps, number of nets with antenna violations after routing 0, headroom to the max-slew limit 0.907, cells traversed along the worst timing path and2_2, dlygate4sd2_1, Antenna Diode Count 0, leak pwr 0.115 nW, Post-Place Setup Slack -171 ps, Mapped Area 148 µm², overflow left after global routing 0, Post-Synthesis Mean Instance Area 14.8 µm², clock slew at reported path FFs 40 ps, number of placement rows 21, Non-Filler Instances 65, All-Layer GR Usage 0.0111, Worst Setup End Kind primary output, cell taking the most area after synthesis dfrtp_1, post-synthesis chip area from yosys 148 µm², Iteration-0 DRC Markers 8, OpenROAD warning count 25, filler instances 409, flop and latch count out of synthesis 4, initial antenna violation count 0, share of flip-flops with an asynchronous set or reset 1.00, Crit path arrival time 1020 ps, CTS HTree Levels 1, DR pass1 iterations 2, tally of max-capacitance violations 0, combinational gate area 42.5 µm², final sum of negative setup slack 0 ps, RSZ-0062 raised after global routing no, first-pass GRT wire length 510 µm, worst stage delay on the critical path 370 ps, fraction of synthesized cell area taken by the top area cell type 0.508, distinct cell type count after synthesis 7, total of warnings raised by yosys 1, total of buffers placed on input and output ports 3, post-layout utilization of the core 0.0802, Inserted Clock Buffers 3, final worst-path setup slack 184 ps, number of flops mapped to enable cells by yosys 0, count of final hold-check violations 0, number of buffers added to fix hold violations after cts 0, Non-Filler Cell Area, Final 274 µm², count leader, synth dfrtp_1, CTS max path bufs 2, Core Footprint 0.00342 mm², register area share after synthesis 0.686, CTS root buffer clkbuf_4
power by group:
group	switching [mW]	internal [mW]	total [mW]
clock network	0.0451	0.0999	0.145
registers	0	0.109	0.109
logic	0.00380	0.00636	0.0102
kinds of logic (layout without fill, tap and decap cells):
logic type / after synthesis / count (layout) / synth area share
AOI/OAI and AO/OA: 3 / 3 / 0.195
buffers and inverters: 1 / 10 / 0.0254
DFF: 4 / 4 / 0.686
and+or+nand+nor: 2 / 2 / 0.0933
worst max-delay path, delay by kind of cell (launching register included):
family,cells,cell delay (ps)
buf+inv,1,230
simple gates,1,180
flops,1,370
cell usage in the layout (no fill, tap or decap):
cell type,n
clkbuf_4,3
dfrtp_1,3
o21ba_2,2
dlygate4sd2_1,2
buf_4,2
o31a_1,1
and2_1,1
and2_2,1
inv_1,1
clkbuf_1,1
dfstp_2,1
clkdlybuf4s50_1,1
final timing paths:
check                                           startpoint                          to  slack (ps)  depth (start not counted)
min in group clk0               current_state[1]$_DFF_PP0_  current_state[3]$_DFF_PP0_         490                          1
worst max register to register  current_state[3]$_DFF_PP0_  current_state[2]$_DFF_PP0_         590                          2
worst min-delay path                                   rst  current_state[3]$_DFF_PP0_         240                          2
worst max-delay path            current_state[3]$_DFF_PP0_                    detected         180                          2
worst min register to register  current_state[1]$_DFF_PP0_  current_state[3]$_DFF_PP0_         490                          1
max in group asynchronous                              rst  current_state[0]$_DFF_PP1_        1040                          2
what timing repair did:
| action | 4_1_cts | 5_1_grt |
|---|---|---|
| buffers inserted | 1 | 0 |
| setup endpoints to repair | 1 | 0 |
| gates resized | 2 | 0 |
final cells by class:
cell class              count  share of cell area
clock buffers               4              0.0959
inverters                   1              0.0137
multi-input cells           5               0.155
flip-flops and latches      4               0.370
well taps                  46               0.210
repair buffers              5               0.155
metrics by stage:
stage / total power [mW] / hold WS [ps]
3_3_place_gp: 0.121 / 466
2_1_floorplan: 0.113 / 65.4
5_1_grt: 0.293 / 228
6_report: 0.264 / 237
3_5_place_dp: 0.121 / 478
4_1_cts: 0.274 / 231
layer usage:
layer  track usage  share of wire
met4       0.00880          0.020
met2        0.0128           0.42
met5             0              0
met1       0.00935           0.35
met3        0.0148           0.20
Power and IR drop assume default switching activity.
